===== design/flow/config.mk =====
export PLATFORM = sky130hd
export DESIGN_NAME = CU
export DESIGN_NICKNAME = CU
export VERILOG_FILES = /design/flow/design.v
export SDC_FILE = /design/flow/constraint.sdc
export NUM_CORES = 4
export LEC_CHECK = 1
export CORE_AREA = 10 10 444 444
export DIE_AREA = 0 0 454 454

===== design/flow/constraint.sdc =====
current_design CU

set clk_period 2.2
set clk_io_pct 0.2

create_clock -name clk0 -period $clk_period

set non_clock_inputs [all_inputs -no_clocks]
set_input_delay [expr $clk_period * $clk_io_pct] -clock clk0 $non_clock_inputs
set_output_delay [expr $clk_period * $clk_io_pct] -clock clk0 [all_outputs]

===== design/flow/design.v =====
module CU (
    input           jump,
    input           jumpr,
    input           branch,
    input   [63:0]  immB,
    input   [63:0]  immJ,
    output          j, 
    output  [63:0]  jPC,
    input           RegWr,
    input   [4:0]   rs2,
    input   [4:0]   rs1,
    input   [4:0]   rd,
    input           immU_others,
    input           snpc_data,
    input           mem_result,
    input   [63:0]  immU,
    input   [63:0]  snpc,
    input   [63:0]  dout_MEM,
    input   [63:0]  dout_ALU,
    output          wen_REGS, 
    output  [63:0]  din_REGS,
    output  [4:0]   ain1_REGS,
    output  [4:0]   ain2_REGS,
    output  [4:0]   aind_REGS,
    input   [4:0]   ALUCtrl,
    input           hloutalu,
    input           lenoutalu,
    input           immU_rs1,
    input           PC_others,
    input           rs2_immSI,
    input           immS_immI,
    input   [63:0]  dout1_REGS,
    input   [63:0]  PC,
    input   [63:0]  dout2_REGS,
    input   [63:0]  immS,
    input   [63:0]  immI,
    output  [4:0]   ctrl_ALU, 
    output          hloutalu2,
    output          lenoutalu2,
    output  [63:0]  din1_ALU,
    output  [63:0]  din2_ALU,
    input           MemWr,
    input   [3:0]   lenoutmem, 
    input           suoutmem, 
    output          wen_MEM, 
    output  [3:0]   lenoutmem2,
    output          suoutmem2,
    output  [63:0]  ain_MEM,
    output  [63:0]  din_MEM
);
assign j    = jump  |   jumpr   |   (branch && dout_ALU == 1);
assign jPC  = (jumpr)?dout_ALU:(branch)?immB:immJ;
assign wen_REGS = RegWr;
assign ain1_REGS = rs1;
assign ain2_REGS = rs2;
assign aind_REGS = rd;
assign din_REGS = (immU_others)?immU:(snpc_data)?snpc:(mem_result)?dout_MEM:dout_ALU;
assign ctrl_ALU = ALUCtrl;
assign hloutalu2    = hloutalu;
assign lenoutalu2   = lenoutalu;
assign din1_ALU = (immU_rs1)?immU:dout1_REGS;
assign din2_ALU = (PC_others)?PC:(rs2_immSI)?dout2_REGS:(immS_immI)?immS:immI;
assign wen_MEM = MemWr;
assign ain_MEM = dout_ALU;
assign din_MEM = dout2_REGS;
endmodule

===== design/flow/run.sh =====
#!/bin/bash
# OpenROAD 26Q1-2900-gdf79404cd8, Yosys 0.63+post, stock flow scripts
make -C /OpenROAD-flow-scripts/flow DESIGN_CONFIG=/design/flow/config.mk WORK_HOME=/design/flow/orfs finish

==> flow_metrics.rpt <==
==== FLOW RESULTS ====
----------------------------------------------------
[Run status]
  Run status ........................ complete, but fails checks
  Violations in the final reports ........................ setup timing

[Route]
  Router iterations before antenna repair ........................ 4
  Post-detailed-route count of antenna-violating nets ........................ 0
  Total wirelength of the detailed-routed design ........................ between 100000 and 150000 microns
  Avg Vias per Cell ........................ roughly 2.7
  DRC violation count after routing ........................ 0
  Drt wl/cell ........................ 25.4 microns
  First-iteration detailed-routing DRC count ........................ about 880
  Number of vias in the routed layout ........................ 13.2k

[Die]
  Die W ........................ 454 microns
  Vert. Die Dim ........................ between 400 and 500 microns
  Floorplan Utilization ........................ 3.85%
  Die footprint ........................ 206000 sq um
  Standard-cell row count ........................ between 150 and 200
  Floorplan core area ........................ about 190000 sq um
  Count of pins on the block boundary ........................ 1157

[Final layout]
  Final design instance area without fill ........................ approximately 23000 sq um
  Share of final-layout standard cells stronger than drive strength 1 ........................ between 20% and 30%
  Fillers ........................ 21.5k
  Number of clock-tree buffers in the layout ........................ 0
  Area delta synth->final ........................ 222%
  Sequential cell area in the final layout ........................ 0 sq um
  Util after Layout ........................ 12.4%
  Flops ........................ 0

[STA]
  Period minus WS final ........................ ~3.0 ns
  Worst hold-check slack ........................ between 0.8 and 0.9 ns
  Achievable frequency ........................ 333 MHz
  Post-layout period usage of the worst path ........................ 137%
  Final Hold Vio Count ........................ 0
  RSZ-0062 raised after global routing ........................ true
  Setup violators final ........................ 3
  Post-layout worst setup margin ........................ -0.803 ns
  Number of pins exceeding their max-slew limit in the final report ........................ 0

[Hold path]
  WHS Path Cells ........................ 0
  Min-delay worst type ........................ in2out

[Run]
  Number of logged tool warnings ........................ 39
  Maximum Capacitance Violations ........................ 0

[Yosys]
  Yosys Warn Count ........................ 5
  Seq share, synth ........................ 0%
  Most popular library cell in the synthesized design by count ........................ sky130_fd_sc_hd__nand2_1
  Synthesized area divided by synthesized cell count ........................ 6.14 sq um
  Count of instantiated cells in the yosys netlist ........................ roughly 1.2k
  Library cell with the largest summed area after synthesis ........................ sky130_fd_sc_hd__mux2i_1
  Synth top cells by count ........................ 193 x sky130_fd_sc_hd__nand2_1, 192 x sky130_fd_sc_hd__mux2i_1, 192 x sky130_fd_sc_hd__o21ai_0
  Cell area after synthesis ........................ between 7000 and 8000 sq um
  Distinct cell type count after synthesis ........................ 19
  Total cell area reported by yosys after synthesis ........................ 7230 sq um
  Top area cells in the synthesized netlist ........................ sky130_fd_sc_hd__mux2i_1 27%, sky130_fd_sc_hd__buf_4 17%, sky130_fd_sc_hd__o21ai_0 13%, sky130_fd_sc_hd__nand2_1 10%, sky130_fd_sc_hd__mux2_2 10%
  Top cell type's share of synthesized area ........................ between 20% and 30%
  Count of mapped cells out of synthesis ........................ around 1.2k

[Global routing]
  Grt ovf ........................ 0
  Total routing resource utilization after global routing ........................ 11.3%
  Most used routing layer ........................ met2
  M2 GR Usage ........................ between 20% and 30%
  Maximum number of pins on one net before global-route repair ........................ 40
  Fraction of met1 tracks used by global routing ........................ 11.8%
  Via count of the first global-routing pass ........................ approximately 13k
  Global-route wire length before repair ........................ ~150000 microns
  Global routing usage on met3 ........................ approximately 3.3%
  Initial antenna violation count ........................ around 82

[Setup path]
  Cells along the critical path ........................ buf_8 > nor4_4 > buf_6 > nand4_1 > buf_4 > or4_4 > o21ai_2 > buf_2
  Critical path's largest stage delay ........................ 0.43 ns
  Category of the most critical setup path ........................ in2out
  Nature of the critical path startpoint ........................ input pin
  Worst endpoint required time ........................ around 1.8 ns
  Maximum net fanout on the critical path ........................ 2
  Data arrival, critical path ........................ about 2.6 ns
  Slowest cell on the critical path ........................ sky130_fd_sc_hd__or4_4
  Worst setup EP type ........................ primary output

[Power and ir drop]
  Leakage dissipation ........................ between 9 and 10 nW
  Pwr dens ........................ just under 200 nW/um^2
  IR drop worst, VDD ........................ approximately 110 uV

[Placement]
  Port-buffer cells ........................ 1099
  Final RePlAce weighted congestion ........................ between 0.9 and 1
  Post-detail-place hpwl ........................ 110000 microns
  Setup slack at placement ........................ -2.35 ns
  Area after DPL ........................ 22000 sq um

[Clock tree]
  Post-cts hold buffer count ........................ 0

----------------------------------------------------
[layout make-up]
class	instances	area, sq um	share of cell area (%)
Timing Repair Buffer	1391	14100	60.6
Multi-Input combinational cell	926	6040	25.9
Tap cell	2495	3120	13.4
Antenna cell	2	5.00	0.0215
[through the flow]
stage | instances | setup TNS, ns | total power, W
after floorplan | 1181 | 0 | 0.000990
after global placement | 4757 | -43.76 | 0.00442
after detailed placement | 4757 | -43.22 | 0.00440
after CTS | 4807 | -1.90 | 0.00458
after global routing | 4812 | -1.14 | 0.00483
final | 4814 | -0.857 | 0.00452
[routing by layer]
| metal | vias to the layer above | wire length [microns] |
|---|---|---|
| met3 | 171 | 9470 |
| met4 | 48 | 2180 |
| li1 | 6233 | - |
| met5 | - | 308 |
| met1 | 6082 | 41100 |
| met2 | 661 | 69300 |
[logic make-up after synthesis]
family / share of synthesized area [%]
AOI/OAI and AO/OA: 22.2
other: 0.0519
and+or+nand+nor: 18.9
buffers and inverters: 22.3
muxes: 36.6
[path summary, 6_finish.rpt]
| kind | from | slack [ns] | to |
|---|---|---|---|
| worst min-delay path | rd[0] | 0.88 | aind_REGS[0] |
| worst max-delay path | dout_ALU[20] | -0.80 | j |
[power by group]
group            internal (W)  switching, W       total (W)
clock          0.000000000122             0  0.000000000122
sequential                  0             0               0
combinational         0.00279       0.00173         0.00452
[worst max-delay path, delay by kind of cell]
kind	cells	cell delay, ns
AND-OR/OR-AND	1	0.13
buffers and inverters	4	0.75
AND/OR/NAND/NOR	3	1.23
[layout by cell type (no fill, tap or decap), types with 4 or more instances in the layout]
cell / count
sky130_fd_sc_hd__a21oi_4: 4
sky130_fd_sc_hd__buf_8: 9
sky130_fd_sc_hd__buf_4: 191
sky130_fd_sc_hd__buf_6: 48
sky130_fd_sc_hd__mux2i_1: 176
sky130_fd_sc_hd__nand2_1: 193
sky130_fd_sc_hd__dlygate4sd2_1: 163
sky130_fd_sc_hd__clkbuf_2: 16
sky130_fd_sc_hd__nor2_2: 11
sky130_fd_sc_hd__dlymetal6s2s_1: 23
sky130_fd_sc_hd__a21oi_1: 103
sky130_fd_sc_hd__conb_1: 5
sky130_fd_sc_hd__clkdlybuf4s50_1: 832
sky130_fd_sc_hd__mux2i_2: 8
sky130_fd_sc_hd__o21ai_1: 101
sky130_fd_sc_hd__mux2i_4: 8
sky130_fd_sc_hd__o21ai_0: 87
sky130_fd_sc_hd__nor4_1: 7
sky130_fd_sc_hd__o21ai_2: 5
sky130_fd_sc_hd__clkdlybuf4s15_2: 8
sky130_fd_sc_hd__nor2_1: 114
sky130_fd_sc_hd__buf_16: 15
sky130_fd_sc_hd__buf_12: 53
sky130_fd_sc_hd__mux2_2: 64
sky130_fd_sc_hd__clkdlybuf4s15_1: 20
sky130_fd_sc_hd__nor2_4: 5
sky130_fd_sc_hd__a21oi_2: 21
sky130_fd_sc_hd__nor4_2: 4
sky130_fd_sc_hd__buf_2: 10
[repair_timing]
action	in CTS	in global routing
gates cloned	10	2
setup buffers	44	11
resized	533	131
pin swaps	57	38
setup endpoints to repair	188	76
Power figures rest on the tool's default switching activity, not on a simulated workload.
