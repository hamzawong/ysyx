==> design.v <==
module REGS (
    input   clk,
    input   rst_n,
    input           wen_REGS,
    input   [4:0]   ain1_REGS,
    input   [4:0]   ain2_REGS,
    input   [4:0]   aind_REGS,
    input   [63:0]  din_REGS,
    output  [63:0]  dout1_REGS,
    output  [63:0]  dout2_REGS
);
reg [63:0]  regs[4:0];
always@(posedge clk)begin
    if(wen_REGS)begin
        regs[aind_REGS] <= din_REGS;
    end
end
assign dout1_REGS = regs[ain1_REGS];
assign dout2_REGS = regs[ain2_REGS];
endmodule
==> run.sh <==
#!/bin/bash
# OpenROAD 26Q1-2900-gdf79404cd8, Yosys 0.63+post, stock flow scripts
make -C /OpenROAD-flow-scripts/flow DESIGN_CONFIG=/design/flow/config.mk WORK_HOME=/design/flow/orfs finish
==> config.mk <==
export PLATFORM = sky130hd
export DESIGN_NAME = REGS
export DESIGN_NICKNAME = REGS
export VERILOG_FILES = /design/flow/design.v
export SDC_FILE = /design/flow/constraint.sdc
export NUM_CORES = 4
export LEC_CHECK = 1
export CORE_UTILIZATION = 50
==> constraint.sdc <==
current_design REGS

set clk_period 8.2
set clk_io_pct 0.2

create_clock -name clk0 -period $clk_period [get_ports {clk}]

set non_clock_inputs [all_inputs -no_clocks]
set_input_delay [expr $clk_period * $clk_io_pct] -clock clk0 $non_clock_inputs
set_output_delay [expr $clk_period * $clk_io_pct] -clock clk0 [all_outputs]
==> impl_metrics.toml <==
# synthesis and place-and-route metrics
[sta]
worst_slack_ns = 2.17
finalSetupTns_ns = 0
layout_min_cycle_time_ns = 6.03
tightest_slew_ns = 0.923
setup_viol = 0
whs_ns = 1.79
slew_violations = 0
timing.slew.headroom_pct = 38.3
fmax_ghz = 0.166
hold_violations = 0
period_used_pct = 73.5
rsz0062_at_grt = "no"

[setup_path]
crit_required_ns = 6.56
crit_family = "buffers and inverters"
cp_cell_sequence = "buf_2 -> buf_4 -> nand2b_2 -> buf_4 -> a211oi_1 -> a221oi_1 -> clkdlybuf4s50_1"
cpPeakStageDelay_ns = 0.57
crit_type = "primary input to primary output"
cp_max_fo = 34
worst_path_max_delay_cell = "nand2b_2"
cp-end-kind = "primary output"
critPathLaunchType = "primary input"
cpMostUsedCell = "buf_4"
critPathArrivalTime_ns = 4.39
crit_buf_inv = 4

[yosys]
ys_warn_count = 1
yosys-stat-cells = 990
avgSynthCellArea_um2 = 14.7
ys_types = 17
syn_inst = 990
synthesis.area_um2 = 14600
yosys_area_um2 = 14600
ys_seq_share_pct = 66.0
ys_ff = 320

[grt]
antenna_found_initial = 4
grt_pass1_wl_um = 53400
overflow = 0
grt_usage_pct = 26.1
grt_max_degree = 133
grt_pass1_vias = 9476

[routing]
ant_nets = 0
vias = 9250
drt_wl_total_um = 35100
wl_per_cell_um = 22.2
drt-initial-drc-count = 368
viasPerCell = 5.86
drt-pass1-iter-count = 4
drc = 0

[clock_tree]
cts_max_path_buffers = 3
hold_buffers = 0
cts_sinks = 320
cts_tree = "done"
clk_pin_slew_ns = 0.05
cts_resized = 0
htreeDepth = 2
cts_root_buf = "clkbuf_16"
cts_buffers = 36
post_cts_buffers = 0

[power_and_ir_drop]
ir_drop_mv = 0.174
p_leak_nw = 6.06
total_power_mw = 3.69
p_sw_mw = 0.785
netSwitchingFraction_pct = 21.3
seqPwrFrac_pct = 50.9
p_per_area_nw_per_um2 = 206
combPwrFrac_pct = 10.4
pwr-share-clk_pct = 38.8
internal_power_mw = 2.90

[cells_and_area]
layout-drive-gt1-share_pct = 6.72
final_util_pct = 62.2
nFillCells = 2109
finish.instance_area_um2 = 17900
largest_register_ffs = 320
final_common_cell = "edfxtp_1"
largestRegisters = "regs x320"
max_flop_register = "regs"
area_growth_syn_to_layout_pct = 22.7
stdcell_count = 1578
final_cell_mix = "edfxtp_1, clkdlybuf4s50_1"

[status]
outcome = "finished, final reports clean"

[die]
initCoreUtil_pct = 50.7
io-pin-count = 210
die_area_um2 = 29800
die_h_um = 173
dieWidth_um = 173
rows = 62
core-area_um2 = 28700

[worst_hold_path]
hold_class = "primary input to flop"

[placement]
gp_congestion = 0.803
dp.cells = 1516
hpwl_um = 18800
portBuffers = 202
placed_area_um2 = 16800
preCtsSetupSlack_ns = 2.20

[job]
cap_violations = 0
tool_warnings = 36
-- final cells by class --
type	instances	area, um2	area share, %
Tap cell	384	480	2.69
Sequential cell	320	9610	53.8
Multi-Input combinational cell	524	4280	23.9
Antenna cell	3	7.51	0.0420
Clock inverter	16	98.8	0.553
Timing Repair Buffer	224	2200	12.3
Clock buffer	43	948	5.31
Inverter	64	240	1.34
-- logic make-up (layout without fill, tap and decap cells) --
family                 count (synthesis)  in the layout  share of synthesized area [%]
other                                  0              3                              0
DFF                                  320            320                           66.0
and+or+nand+nor                      140            140                           5.92
AOI/OAI and AO/OA                    256            256                           14.3
muxes                                128            128                           8.80
buffers and inverters                146            347                           4.94
-- path summary, 6_finish.rpt --
path / cells past startpoint / to / slack [ns] / startpoint
max: 7 / dout1_REGS[43] / 2.17 / ain1_REGS[2]
min: 1 / regs[1][1] / 1.79 / din_REGS[1]
-- layer usage --
metal	GRT usage, %	wire (um)	part of all wire [%]
met1	38.2	13700	39
met2	37.5	16000	46
met3	15.9	4790	14
met4	3.68	495	1.4
met5	0	27	0.077
-- power groups by stage --
stage	clock network [mW]	logic [mW]	registers, mW
4_1_cts	1.45	0.387	1.88
5_1_grt	1.52	0.416	1.88
6_report	1.43	0.382	1.88
-- cell usage after synthesis, drive strengths merged --
cell type / instances / area share, %
nor3: 2 / 0.069
inv: 64 / 1.7
a221oi: 128 / 7.7
buf: 45 / 2.3
nor3b: 1 / 0.052
edfxtp: 320 / 66
nand2b: 4 / 0.17
nor2: 4 / 0.10
a211oi: 128 / 6.6
nand2: 1 / 0.026
mux2i: 128 / 8.8
clkbuf: 37 / 0.95
nor2b: 128 / 5.5
No activity file was given, so power comes from the tool's default toggle rates.
